**config.mk**
```make
export PLATFORM = sky130hd
export DESIGN_NAME = counter_dwpm
export DESIGN_NICKNAME = counter_dwpm
export VERILOG_FILES = /design/flow/design.v
export SDC_FILE = /design/flow/constraint.sdc
export NUM_CORES = 4
export LEC_CHECK = 1
export CORE_AREA = 10 10 84 84
export DIE_AREA = 0 0 94 94
```
**constraint.sdc**
```tcl
current_design counter_dwpm

set clk_period 3.8
set clk_io_pct 0.2

create_clock -name clk0 -period $clk_period [get_ports {clk}]

set non_clock_inputs [all_inputs -no_clocks]
set_input_delay [expr $clk_period * $clk_io_pct] -clock clk0 $non_clock_inputs
set_output_delay [expr $clk_period * $clk_io_pct] -clock clk0 [all_outputs]
```
**design.v**
```verilog
module counter_dwpm(clk,rst, d_n_input, duty);
input clk,rst;
input[8:0]d_n_input;
output duty;
reg duty;
reg[8:0]count;
always@ (posedge clk or posedge rst) begin
    if(rst)begin
        count<=0;
    end
    else if(count==9'b111111111) begin
        count<=0;
    end
    else begin
        count<=count+1;
    end
end
always@(posedge clk or posedge rst) begin
    if(rst)begin
        duty<=0;
    end
    else begin
        if(count==0)begin
            duty<=1;
        end
        if(count>=d_n_input)begin
            duty<=0;
        end
    end
end
endmodule
```
**run.sh**
```bash
#!/bin/bash
# OpenROAD 26Q1-2900-gdf79404cd8, Yosys 0.63+post, stock flow scripts
make -C /OpenROAD-flow-scripts/flow DESIGN_CONFIG=/design/flow/config.mk WORK_HOME=/design/flow/orfs finish
```
==> out/qor.yml <==
grtUsageTotal_pct: 3.44
layout_setup_ws_ps: 1790
place.gp.congestion: 0.728
drt_iter0_drc: 27
hold_path.class: "flip-flop to flip-flop"
grt_max_degree: 11
ys_cells: 71
powerDensity_nw_per_um2: 289
path_cells: "clkdlybuf4s50_1 -> ha_1 -> nand2b_1 -> a21o_1 -> a211oi_1 -> o211a_1"
placed_area_sq_um: 861
cts_tree: "done"
yosys_warnings: 1
whs_endpoint: "count[0]"
r2r-end: "duty"
post-cts-setup-buffers: 0
hold_depth: 1
worst_slew_pin_slew_ps: 414
critPathMaxStageDelay_ps: 400
finClkSkew_ps: 1.61
chip_area_sq_um: 8840
fmax_mhz: 498
setup_violations: 0
edf_count: 0
arrival_ps: 2180
syn_inst: 71
clock_latency_ps: 230
relSlewSlack_pct: 72.4
ioPinCount: 12
drive_gt1_share_pct: 4.71
synthArstFlopShare_pct: 100
ctsHtreeMaxLevel: 1
holdBufCountCts: 0
worstSetupEndpointType: "flip-flop"
ys_area_sq_um: 667
p_total_uw: 265
row_count: 26
final_util_pct: 17.6
clockBufferDepth: 2
overflow: 0
insertedDiodeCount: 0
ys_top_cells_by_count: "12 x ha_1, 11 x inv_1, 10 x dfrtp_1"
crit_fanout: 1
wire_per_inst_microns: 8.81
wl_microns: 1370
cap_violations: 0
chipWidth_microns: 94
path_class: "primary input to flip-flop"
reg2reg_from: "count[0]"
numSynthFlops: 10
period_used_pct: 52.9
place_ws_ps: 1530
core_area_sq_um: 5200
fin_tns_setup_ps: 0
firstDrtPassIters: 2
ys_types: 22
die_h_microns: 94
crit_required_ps: 3970
ys_seq_share_pct: 37.5
log.warning_count: 26
critical-path-slowest-cell: "clkdlybuf4s50_1"
vias: 515
slew_violations: 0
vdd_drop_max_mv: 0.0982
areaGrowthSynthToFinish_pct: 37.3
worst_setup_path_start_kind: "primary input"
avgSynthCellArea_sq_um: 9.39
io_buffer_count: 11
grt_pass1_wl_microns: 2460
yosysMostFrequentCell: "ha_1"
syn_area_sq_um: 667
rsz0062_at_grt: "false"
fin_area_sq_um: 916
clock-sinks: 10
r2r_slack_ps: 2290
ys.flop_type: "dfrtp_1"
path_clk_slew_ps: 50
postRouteAntennaNets: 0
dpl.hpwl_microns: 1100
hold_violations: 0
antenna_found_initial: 0
min_period_ps: 2010
top_area_share_pct: 37.5
place_inst: 151
post-route-drc-count: 0
vias_per_cell: 3.32
cts-resized-gates: 0
grt_pass1_vias: 533
r2r_cells: 6
min_from: "count[0]"
area_leaders: "dfrtp_1 38%, ha_1 23%, inv_1 6.2%"
whs_ps: 483
fp_util_pct: 12.8
yosysTopAreaCell: "dfrtp_1"
stdcell_count: 155
p_leak_nw: 0.426
cts-buffers-inserted: 3
root_buffer: "clkbuf_8"
outcome: "finished clean"
## where the power goes
part	total (mW)	leakage [nW]	internal, mW	switching (mW)
clock network	0.130	0.0288	0.0908	0.0389
registers	0.109	0.129	0.108	0.000848
logic	0.0258	0.268	0.0169	0.00888
total	0.265	0.426	0.216	0.0486
## worst max-delay path: cells and delay by family
family / cells / cell delay, ps
AND-OR/OR-AND: 3 / 590
adder cells (fa/ha/maj): 1 / 280
buffers and inverters: 1 / 400
AND/OR/NAND/NOR: 1 / 140
## worst max-delay path by stage
stage / startpoint / end / cells past startpoint
after CTS: d_n_input[0] / duty / 6
after global routing: d_n_input[7] / duty / 6
final: d_n_input[0] / duty / 6
## cell families after synthesis
family,synth area share [%]
xor+xnor,5.25
buf+inv,6.75
simple gates,16.7
fa+ha+maj,22.5
compound gates,11.3
flops,37.5
## cells in the final DEF, fill, tap and decap left out, drive strengths merged, types with 2 or more instances in the layout
cell type / instances
nor2b: 2
nor2: 6
or3: 2
a21oi: 4
o21ai: 3
xor2: 3
ha: 12
a211oi: 2
clkdlybuf4s50: 11
inv: 11
nand2: 2
nand3: 4
clkbuf: 4
dfrtp: 10
## cell type report
class,instances,area (sq um)
clock buffers,4,55.1
fillers,588,4290
inverters,11,41.3
multi-input cells,49,372
flip-flops and latches,10,250
well taps,70,87.6
repair buffers,11,110
## layer usage
layer | routed length, microns | global-route usage, %
met1 | 631 | 4.70
met2 | 570 | 4.67
met3 | 154 | 2.10
met4 | 10 | 0.253
met5 | 0 | 0
## state kept, by name, summed over array words and instances, names as in the netlist
signal and count:
count 9, duty 1
Power and IR drop assume default switching activity.
